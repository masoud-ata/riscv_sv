===== design/flow/config.mk =====
export PLATFORM = sky130hd
export DESIGN_NAME = data_memory
export DESIGN_NICKNAME = data_memory
export VERILOG_FILES = /design/flow/design.v
export SDC_FILE = /design/flow/constraint.sdc
export NUM_CORES = 4
export LEC_CHECK = 1
export CORE_UTILIZATION = 30
export SYNTH_MEMORY_MAX_BITS = 65536

===== design/flow/constraint.sdc =====
current_design data_memory

set clk_period 52.6
set clk_io_pct 0.2

create_clock -name clk0 -period $clk_period [get_ports {clk}]

set non_clock_inputs [all_inputs -no_clocks]
set_input_delay [expr $clk_period * $clk_io_pct] -clock clk0 $non_clock_inputs
set_output_delay [expr $clk_period * $clk_io_pct] -clock clk0 [all_outputs]

===== design/flow/design.v =====
package common;
    typedef enum logic [2:0] 
    {
        ALU_AND = 3'b000,
        ALU_OR = 3'b001,
        ALU_ADD = 3'b010,
        ALU_SUB = 3'b011
    } alu_op_type;
    typedef enum logic [2:0]
    {
        R_TYPE,
        I_TYPE,
        S_TYPE,
        B_TYPE,
        U_TYPE,
        J_TYPE
    } encoding_type;
    typedef struct packed
    {
        alu_op_type alu_op;
        encoding_type encoding;
        logic alu_src;
        logic mem_read;
        logic mem_write;
        logic reg_write;
        logic mem_to_reg;
        logic is_branch;
    } control_type;
    typedef struct packed
    {
        logic [6:0] funct7;
        logic [4:0] rs2;
        logic [4:0] rs1;
        logic [2:0] funct3;
        logic [4:0] rd;
        logic [6:0] opcode;
    } instruction_type;
    typedef struct  packed
    {
        logic [31:0] pc;
        instruction_type instruction;
    } if_id_type;
    typedef struct packed
    {
        logic [5:0] reg_rd_id;
        logic [31:0] data1;
        logic [31:0] data2;
        logic [31:0] immediate_data;
        control_type control;
    } id_ex_type;
    typedef struct packed
    {
        logic [5:0] reg_rd_id;
        control_type control;
        logic [31:0] alu_data;
        logic [31:0] memory_data;
    } ex_mem_type;
    typedef struct packed
    {
        logic [5:0] reg_rd_id;
        logic [31:0] memory_data;
        logic [31:0] alu_data;
        control_type control;
    } mem_wb_type;
    function [31:0] immediate_extension(instruction_type instruction, encoding_type inst_encoding);
        case (inst_encoding)
            I_TYPE: immediate_extension = { {20{instruction.funct7[6]}}, {instruction.funct7, instruction.rs2} };
            S_TYPE: immediate_extension = { {20{instruction.funct7[6]}}, {instruction.funct7, instruction.rd} };
            B_TYPE: immediate_extension = 
                { {20{instruction.funct7[6]}}, {instruction.funct7[6], instruction.rd[0], instruction.funct7[5:0], instruction.rd[4:1]} };
            default: immediate_extension = { {20{instruction.funct7[6]}}, {instruction.funct7, instruction.rs2} };
        endcase 
    endfunction
endpackage
`timescale 1ns / 1ps
module data_memory (
    input clk,
    input [9:0] byte_address,
    input write_enable,         
    input [31:0] write_data, 
    output logic [31:0] read_data
);
    logic [31:0] ram [256];
    logic [7:0] word_address;
    assign word_address = byte_address[9:2];
    always @(posedge clk) begin
        if (write_enable) begin
            ram[word_address] <= write_data;
        end 
    end
    assign read_data = ram[word_address];
endmodule

===== design/flow/run.sh =====
#!/bin/bash
# OpenROAD 26Q1-2900-gdf79404cd8, Yosys 0.63+post, stock flow scripts
make -C /OpenROAD-flow-scripts/flow DESIGN_CONFIG=/design/flow/config.mk WORK_HOME=/design/flow/orfs finish

==> results.tsv <==
stage	metric	value	unit
outcome	status	complete, but fails checks	
outcome	violations	max-capacitance violations, max-slew violations	
global_routing	met2_usage	25.3	%
logic_synthesis	synth-simple-area-share	0.490	%
cts	cts_buffer_depth	4	
finish	largest_reg_flops	8192	
final_timing	max-slew-margin-rel	-2.87	%
final_timing	finalSetupViolCount	0	
finish	area_growth	15.9	%
global_routing	overflow	0	
logic_synthesis	synth_top_cell_by_area	edfxtp_1	
final_timing	worst_pin_slew	1530	ps
place	gp_congestion	0.872	
cts	cts_setup_buffers	0	
pwr	p_leak	107	nW
critical_path	start_kind	input pin	
final_timing	finalMaxSlewViolations	2	
logic_synthesis	synthTopLogicFamily	multiplexers	
logic_synthesis	synth_xor_xnor_area_share	0	%
critical_path	cp-endpoint	read_data[0]	
final_timing	rsz0062_at_grt	false	
die	ios	76	
logic_synthesis	common_cells	edfxtp_1, mux4_2, a22oi_1, a21oi_1, clkbuf_1	
global_routing	grt.busiest_layer	met2	
critical_path	path_class	input pin to output pin	
die	die_w	1.02	mm
logic_synthesis	async_flop_share	0	%
pwr	peakVddDrop	0.0308	mV
global_routing	grt.total_usage	17.0	%
die	core	1.03	mm2
critical_path	crit_path_start	byte_address[2]	
cts	htreeDepth	6	
final_timing	final_hold_viol_count	0	
critical_path	cp.arrival	19380	ps
drt	wire_per_inst	28.9	um
cts	clk_pin_slew	60	ps
global_routing	antenna_found_initial	39	
finish	drive_gt1_share	29.6	%
global_routing	grt_max_degree	115	
logic_synthesis	syn_area	0.308	mm2
finish	reg_top3	ram (8192)	
drt	ant_nets	0	
logic_synthesis	ys_area	0.308	mm2
die	chipArea	1.03	mm2
final_timing	setup_slack	22700	ps
drt	finalWirelength	819	mm
cts	tritoncts	done	
final_timing	finalCritPeriodShare	56.8	%
cts	cts_root_buf	clkbuf_16	
global_routing	grt_pass1_wl	1160	mm
run	warnings	40	
global_routing	grtUsageMet3	15.0	%
final_timing	period_needed	29900	ps
drt	drt_first_pass_iters	5	
hold_path	hold_class	input pin to flop	
logic_synthesis	ys_ff	8192	
place	place_hpwl	464	mm
drt	via_count	143756	
drt	drtIter0Drc	9450	
critical_path	worst-path-max-fanout	64	
logic_synthesis	ys_sh_aoi	3.69	%
logic_synthesis	syn-instance-count	13055	
logic_synthesis	ff_type	edfxtp_1	
logic_synthesis	synth.distinct_cells	21	
logic_synthesis	synthAdderAreaFrac	0	%
finish	stdcell_area	0.357	mm2
cts	hold_buffers	0	
global_routing	grt_pass1_vias	161845	
place	io_buffers	73	
place	dpl-instance-area	0.332	mm2
die	initCoreUtil	30.1	%
logic_synthesis	synth-edff-count	8192	
die	floorplan.rows	372	
pwr	p_per_area	37.3	mW/mm2
logic_synthesis	synth.top_cell.area_share	79.8	%
cts	cts_resized	0	
logic_synthesis	synth.most_common_cell	edfxtp_1	
drt	vias_per_cell	5.07	
critical_path	cp_data_required_time	42080	ps
logic_synthesis	synth_warnings	1	
logic_synthesis	ys_sh_mux	15.0	%
die	die_h	1.02	mm
logic_synthesis	topCellsByArea	edfxtp_1, mux4_2, a22oi_1, a21oi_1, clkbuf_1	
final_timing	setup-tns-final	0	ps
logic_synthesis	yosys.stat.seqShare	79.8	%
run	maxCapViolations	1	
final_timing	fmax	33.4	MHz
critical_path	worst_setup_path_end_kind	output pin	
logic_synthesis	yosys_cells	13055	
global_routing	gr-usage-met1	16.3	%
logic_synthesis	postSynthAreaPerCell	23.6	um2
cts	cts_buffers	808	
drt	drc	0	
place	dp_slack	22460	ps
cts	clkSinkCount	8192	
finish	largest-register	ram	
-- through the flow --
stage               utilization (%)  total power [mW]  std cells  hold slack (ps)
finish                         34.9              13.3      28333             9710
global route                   34.9              13.7      28314             9670
CTS                            34.9              13.4      28293             9620
detailed placement             32.4              7.98      26820            10910
global placement               32.4              7.97      26820            10920
floorplan                         -              7.64      13055            10620
-- layout by cell type, fill, tap and decap left out, drive strengths merged --
master / Yosys / final
edfxtp: 8192 / 8192
mux4: 2048 / 2048
clkbuf: 498 / 1035
a22oi: 1024 / 1024
buf: 298 / 871
a21oi: 512 / 512
clkinv: 0 / 365
nor2: 232 / 232
o41ai: 128 / 128
bufinv: 0 / 44
diode: 0 / 40
clkdlybuf4s50: 0 / 39
nand4: 32 / 32
nor3: 30 / 30
nand2: 28 / 28
inv: 1 / 20
nand3: 13 / 13
clkinvlp: 0 / 10
nor2b: 7 / 7
nand2b: 6 / 6
and2: 3 / 3
or2: 2 / 2
or3: 1 / 1
-- cell type report --
cell class | count | area, um2
Inverter | 1 | 3.75
Antenna cell | 40 | 100
Timing Repair Buffer | 910 | 7420
Tap cell | 13651 | 17100
Clock buffer | 1035 | 21200
Sequential cell | 8192 | 246000
Multi-Input combinational cell | 4066 | 61800
Clock inverter | 438 | 3880
Fill cell | 92402 | 668000
-- kinds of logic after synthesis --
kind of cell | Yosys count
buffers and inverters | 797
and+or+nand+nor | 354
DFF | 8192
AOI/OAI and AO/OA | 1664
muxes | 2048
-- how the worst min path moves through the flow --
stage | from | to | slack [ps] | cells after the start
4_1_cts | write_data[3] | ram[127][3] | 9620 | 1
5_1_grt | write_data[3] | ram[124][3] | 9670 | 1
6_report | write_data[3] | ram[127][3] | 9710 | 1
-- critical path: stages --
cell             delay, ps
buf_16                 340
buf_4                  520
buf_4                  640
buf_4                  670
buf_4                  650
buf_4                  620
buf_4                  650
buf_4                  560
mux4_2                 560
a22oi_1                200
a21oi_1                280
o41ai_2               1260
buf_4                  260
nand4_1                660
clkdlybuf4s50_1        640
-- where the power goes --
part	switching, mW	internal (mW)
Sequential	0.00280	7.20
Clock	2.42	3.06
Combinational	0.418	0.214
-- metal layers --
metal,part of all wire (%),vias to the layer above,routed length (um)
li1,-,58795,-
met1,29,73295,235000
met2,47,10230,383000
met3,19,1408,158000
met4,5.2,28,43000
met5,0.15,-,1230
Power and IR drop assume default switching activity.
