==> flow/config.mk <==
export PLATFORM = sky130hd
export DESIGN_NAME = uart
export DESIGN_NICKNAME = uart
export VERILOG_FILES = /design/flow/design.v
export SDC_FILE = /design/flow/constraint.sdc
export NUM_CORES = 4
export LEC_CHECK = 1
export CORE_UTILIZATION = 30
==> flow/constraint.sdc <==
current_design uart

set clk_period 7.4
set clk_io_pct 0.2

create_clock -name clk0 -period $clk_period [get_ports {clk}]

set non_clock_inputs [all_inputs -no_clocks]
set_input_delay [expr $clk_period * $clk_io_pct] -clock clk0 $non_clock_inputs
set_output_delay [expr $clk_period * $clk_io_pct] -clock clk0 [all_outputs]
==> flow/design.v <==
package common;
    typedef enum logic [2:0] 
    {
        ALU_AND = 3'b000,
        ALU_OR = 3'b001,
        ALU_ADD = 3'b010,
        ALU_SUB = 3'b011
    } alu_op_type;
    typedef enum logic [2:0]
    {
        R_TYPE,
        I_TYPE,
        S_TYPE,
        B_TYPE,
        U_TYPE,
        J_TYPE
    } encoding_type;
    typedef struct packed
    {
        alu_op_type alu_op;
        encoding_type encoding;
        logic alu_src;
        logic mem_read;
        logic mem_write;
        logic reg_write;
        logic mem_to_reg;
        logic is_branch;
    } control_type;
    typedef struct packed
    {
        logic [6:0] funct7;
        logic [4:0] rs2;
        logic [4:0] rs1;
        logic [2:0] funct3;
        logic [4:0] rd;
        logic [6:0] opcode;
    } instruction_type;
    typedef struct  packed
    {
        logic [31:0] pc;
        instruction_type instruction;
    } if_id_type;
    typedef struct packed
    {
        logic [5:0] reg_rd_id;
        logic [31:0] data1;
        logic [31:0] data2;
        logic [31:0] immediate_data;
        control_type control;
    } id_ex_type;
    typedef struct packed
    {
        logic [5:0] reg_rd_id;
        control_type control;
        logic [31:0] alu_data;
        logic [31:0] memory_data;
    } ex_mem_type;
    typedef struct packed
    {
        logic [5:0] reg_rd_id;
        logic [31:0] memory_data;
        logic [31:0] alu_data;
        control_type control;
    } mem_wb_type;
    function [31:0] immediate_extension(instruction_type instruction, encoding_type inst_encoding);
        case (inst_encoding)
            I_TYPE: immediate_extension = { {20{instruction.funct7[6]}}, {instruction.funct7, instruction.rs2} };
            S_TYPE: immediate_extension = { {20{instruction.funct7[6]}}, {instruction.funct7, instruction.rd} };
            B_TYPE: immediate_extension = 
                { {20{instruction.funct7[6]}}, {instruction.funct7[6], instruction.rd[0], instruction.funct7[5:0], instruction.rd[4:1]} };
            default: immediate_extension = { {20{instruction.funct7[6]}}, {instruction.funct7, instruction.rs2} };
        endcase 
    endfunction
endpackage
`timescale 1ns / 1ps
module uart(
    input logic clk,
    input logic reset_n,
    input logic io_rx,
    output logic io_data_valid,
    output logic [7:0] io_data_packet 
);
    parameter BAUD = 115200;
    localparam FREQUENCY_IN_HZ = 100_000_000;
    localparam BAUD_COUNT_CHECK = FREQUENCY_IN_HZ / BAUD;
    localparam NUM_DATA_BITS = 8;  
    typedef enum {standby, wait_half_start_bit, wait_full_data_bit, capture_data_bit, wait_full_last_bit} uart_state_type;
    uart_state_type uart_state, uart_state_next;
    integer uart_counter_reg, uart_counter_next;
    integer data_bit_count_reg, data_bit_count_next;
    logic [7:0] data_packet_reg, data_packet_next;
    logic data_valid_next;
    always_ff @ (posedge clk)
    begin
        if (reset_n == 0) begin
            uart_state <= standby;
            uart_counter_reg <= 0;
            data_bit_count_reg <= 0;
            io_data_valid <= 0;            
            data_packet_reg <= 0;
        end 
        else begin
            uart_state <= uart_state_next;            
            uart_counter_reg <= uart_counter_next;
            data_bit_count_reg <= data_bit_count_next;
            io_data_valid <= data_valid_next;   
            data_packet_reg <= data_packet_next;        
        end
    end 
    always_comb
    begin
        uart_state_next <= uart_state;
        uart_counter_next <= uart_counter_reg;
        data_packet_next <= data_packet_reg;
        data_bit_count_next <= data_bit_count_reg;
        data_valid_next <= 0;
        case (uart_state)
            standby:
                if (io_rx == 0) begin
                    uart_state_next <= wait_half_start_bit;
                end                        
            wait_half_start_bit: 
            begin
                uart_counter_next <= uart_counter_reg + 1;
                if (uart_counter_reg == BAUD_COUNT_CHECK/2) begin
                    uart_counter_next <= 0;
                    uart_state_next <= wait_full_data_bit;
                end
            end
            wait_full_data_bit: 
            begin
                uart_counter_next <= uart_counter_reg + 1; 
                if (uart_counter_reg == BAUD_COUNT_CHECK) begin
                    uart_counter_next <= 0;
                    uart_state_next <= capture_data_bit;
                end 
            end 
            capture_data_bit: 
            begin
                data_packet_next <= {io_rx, data_packet_reg[NUM_DATA_BITS-1:1]};
                data_bit_count_next <= data_bit_count_reg + 1;
                uart_state_next <= (data_bit_count_reg == NUM_DATA_BITS-1) ? wait_full_last_bit : wait_full_data_bit;
            end    
            wait_full_last_bit:
            begin
                uart_counter_next <= uart_counter_reg + 1; 
                if (uart_counter_reg == BAUD_COUNT_CHECK) begin
                    uart_state_next <= standby;
                    data_bit_count_next <= 0;
                    uart_counter_next <= 0; 
                    data_valid_next <= 1;         
                end 
            end                             
        endcase
    end
    assign io_data_packet = data_packet_reg;
endmodule
==> flow/run.sh <==
#!/bin/bash
# OpenROAD 26Q1-2900-gdf79404cd8, Yosys 0.63+post, stock flow scripts
make -C /OpenROAD-flow-scripts/flow DESIGN_CONFIG=/design/flow/config.mk WORK_HOME=/design/flow/orfs finish
==> reports/metrics.cfg <==
[pwr]
ir_drop_uv=133
total_leakage_power_nw=1.45
total_power_mw=0.892
powerDensity_nw_per_um2=210

[cells_and_area]
fin_util_pct=35.4
synthToLayoutAreaGrowth_pct=14.8
fillers=1226
logic_area_sq_um=2030
final_area_sq_um=4250
drive_gt1_share_pct=7.55
layout.cells.non_filler=584
flop_area_sq_um=1560

[timing]
clock_skew_ns=0.00660
final-hold-violation-count=0
finalClockPeriodUsage_pct=45.6
drv_slew=0
slew_headroom_pct=48.2
period_minus_slack_ns=3.37
worstMarginPinSlew_ns=0.773
fin_setup_tns_ns=0
setup_viol=0
rsz0062_at_grt=no
clock.fmax_mhz=296

[place]
placed_area_sq_um=3940
dp_cells=568
io_buffer_count=11
routabilityCongestion=0.836
post-dp-hpwl_um=4860

[synth]
common_cells=dfxtp_1 (78), nor2_1 (65), nand4_1 (30)
ys_types=45
yosys_cells=425
ys_async_sr_fraction_pct=0
yosys_most_used_dff=dfxtp_1
synth_area_sq_um=3700
ys_ff=78
netlist_top_cells_area=dfxtp_1 (42%), xor2_1 (6.9%), nor2_1 (6.6%)
ys_seq_share_pct=42.2
top_area_cell=dfxtp_1
edf_count=0
top_area_share_pct=42.2
yosysChipArea_sq_um=3700
most_common_cell=dfxtp_1
synthCells=425
yosys_warnings=1
synth_area_per_cell_sq_um=8.71

[clocking]
cts_hold_buf=0
cts_buffer_depth=2
htree_num_levels=3
clk_latency_ns=0.33
clockRootBuffer=clkbuf_16
clock-sinks=78
post-cts-setup-buffers=0
clkSlewWorstSetupHoldPaths_ns=0.06
cts-resized-gates=0
numCtsBuffers=9
cts_tree=yes

[critical_path]
cp-end-kind=flip-flop
cp_max_fo=26
start_kind=input pin
worstPathRequired_ns=7.62
arrival_ns=3.60
worstSetupPathType=in2reg

[global_route]
gr-total-overflow=0
grt_first_pass_wirelength_um=12800
grt_max_degree=33
first_global_vias=2738
grt_usage_pct=12.3
antenna_found_initial=0

[worst_hold_path]
hold_class=reg2reg

[detailed_routing]
vias=3016
drcViolationCount=0
ant_nets=0
wire_per_inst_um=12.7
drtIter0Drc=173
detail_route.vias_per_cell=5.16
antenna_cells=0
routed_wl_um=7410
first_pass_iters=4

[floorplanning]
core_sq_um=12000
placementRows=40
dieArea_sq_um=12800
ioPinCount=12
die_h_um=113
fp_util_pct=30.8
fp.dieW_um=113

[job]
warning_count=27
maxCapViolations=0

[status]
status=finished, final reports clean

-- cells by family after synthesis --
| logic type | count (synthesis) | share of synthesized area (%) |
|---|---|---|
| simple gates | 228 | 34.1 |
| flops | 78 | 42.2 |
| xor+xnor | 43 | 10.2 |
| compound gates | 36 | 6.62 |
| buf+inv | 27 | 3.14 |
| mux | 9 | 2.43 |
| fa+ha+maj | 4 | 1.35 |
-- where the power goes --
part           internal, mW  switching, mW
Combinational       0.00581         0.0117
Clock                 0.279          0.172
Sequential            0.422        0.00196
Total                 0.706          0.186
-- routing by layer --
metal  wire, um  vias up  part of all wire, %  global-route usage (%)
li1           -     1546                    -                       -
met1       3940     1410                   53                    19.7
met2       3090       51                   42                    18.0
met3        262        9                  3.5                    2.07
met4        110        0                  1.5                    1.67
met5          0        -                    0                       0
-- placed cells by master (no fill, tap or decap), types with 3 or more instances in the layout --
cell	Yosys	final
o31ai_1	8	8
a21oi_1	12	12
buf_4	0	3
or3_1	5	5
xor2_1	29	29
o21ai_0	5	5
and4_1	9	9
a31oi_1	3	3
mux2i_1	9	9
nor2_1	65	65
inv_1	8	8
dfxtp_1	78	78
nor4_2	3	3
nand3_2	4	4
ha_1	4	4
nand2_1	26	26
xnor2_1	14	14
clkbuf_16	0	9
and2_1	5	5
nor4_1	12	12
nand4_1	30	30
nand4b_1	4	4
or2_1	3	3
nor3_1	11	11
and3_1	11	11
nand3_1	28	28
clkdlybuf4s50_1	0	11
clkinvlp_4	0	3
-- critical path, stage by stage --
cell             delay (ns)
clkdlybuf4s50_1        0.85
clkinv_1               0.81
a311oi_1               0.45
-- layout make-up --
| cell class | count | area share (%) |
|---|---|---|
| multi-input cells | 320 | 47.7 |
| clock inverters | 5 | 1.35 |
| flip-flops and latches | 78 | 36.7 |
| well taps | 147 | 4.33 |
| clock buffers | 11 | 5.95 |
| repair buffers | 14 | 3.12 |
| inverters | 9 | 0.795 |
-- metrics by stage --
| stage | setup slack, ns | hold slack [ns] |
|---|---|---|
| after floorplan | 5.16 | 0.431 |
| after global placement | 3.74 | 0.443 |
| after detailed placement | 3.73 | 0.453 |
| after CTS | 4.07 | 0.473 |
| after global routing | 3.91 | 0.486 |
| final | 4.03 | 0.469 |
-- path summary, 6_finish.rpt --
path / from / end / slack [ns] / cells after the start
worst max-delay path: reset_n / data_bit_count_reg[2] / 4.03 / 3
worst min-delay path: uart_state[0] / uart_state[0] / 0.47 / 1
worst max register to register: uart_counter_reg[17] / data_bit_count_reg[1] / 5.11 / 5
worst min register to register: uart_state[0] / uart_state[0] / 0.47 / 1
Power figures rest on the tool's default switching activity, not on a simulated workload.
